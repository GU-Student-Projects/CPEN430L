[flow/config.mk]
export PLATFORM = sky130hd
export DESIGN_NAME = lcd_controller
export DESIGN_NICKNAME = lcd_controller
export VERILOG_FILES = /design/flow/design.v
export SDC_FILE = /design/flow/constraint.sdc
export NUM_CORES = 4
export LEC_CHECK = 1
export CORE_UTILIZATION = 30
[flow/design.v]
`timescale 1ns/1ps
module lcd_controller (
    input  wire         clk,             
    input  wire         rst_n,           
    input  wire [127:0] line1_data,      
    input  wire [127:0] line2_data,      
    input  wire         update_display,  
    output wire         LCD_ON,
    output wire         LCD_BLON,
    output wire         LCD_EN,
    output wire         LCD_RS,
    output wire         LCD_RW,
    output wire [7:0]   LCD_DATA,
    output wire         ready,           
    output wire         busy             
);
    localparam [7:0] CMD_FUNCTION_SET_1  = 8'h30;   
    localparam [7:0] CMD_FUNCTION_SET    = 8'h38;   
    localparam [7:0] CMD_DISPLAY_OFF     = 8'h08;   
    localparam [7:0] CMD_CLEAR           = 8'h01;   
    localparam [7:0] CMD_ENTRY_MODE      = 8'h06;   
    localparam [7:0] CMD_DISPLAY_ON      = 8'h0C;   
    localparam [7:0] CMD_SET_DDRAM_LINE1 = 8'h80;   
    localparam [7:0] CMD_SET_DDRAM_LINE2 = 8'hC0;   
	localparam integer DLY_4_1MS  = 250_000;      
	localparam integer DLY_100US  = 10_000;       
	localparam integer DLY_CMD    = 10_000;       
	localparam integer DLY_CLEAR  = 150_000;      
    typedef enum logic [5:0] {
        S_PWRUP,         
        S_INIT1,         
        S_WAIT1,         
        S_INIT2,         
        S_WAIT2,         
        S_INIT3,         
        S_WAIT3,         
        S_FUNCSET,       
        S_WAITF,         
        S_DISPOFF,       
        S_WAITD,         
        S_CLEAR,         
        S_WAITC,         
        S_ENTRY,         
        S_WAITE,         
        S_DISPON,        
        S_WAITON,        
        S_IDLE,          
        S_SET_L1,        
        S_WAIT_L1,       
        S_WRITE_L1,      
        S_WAIT_WL1,      
        S_SET_L2,        
        S_WAIT_L2,       
        S_WRITE_L2,      
        S_WAIT_WL2       
    } state_t;
    state_t state;
    reg [31:0] delay_counter;
    reg [4:0]  char_index;           
    reg [127:0] line1_buffer;
    reg [127:0] line2_buffer;
    reg        update_pending;
    reg        send;
    reg [7:0]  cmd_byte;
    reg        is_data;
    wire       driver_busy;
    wire       driver_ready;
    lcd_driver lcd_driver_inst (
        .clk(clk),
        .rst_n(rst_n),
        .send(send),
        .cmd_byte(cmd_byte),
        .is_data(is_data),
        .busy(driver_busy),
        .ready(driver_ready),
        .LCD_ON(LCD_ON),
        .LCD_BLON(LCD_BLON),
        .LCD_EN(LCD_EN),
        .LCD_RS(LCD_RS),
        .LCD_RW(LCD_RW),
        .LCD_DATA(LCD_DATA)
    );
    assign ready = (state == S_IDLE) && !driver_busy;
    assign busy = (state != S_IDLE) || driver_busy;
    wire [7:0] current_char_l1 = line1_buffer[127 - (char_index * 8) -: 8];
    wire [7:0] current_char_l2 = line2_buffer[127 - (char_index * 8) -: 8];
    always @(posedge clk or negedge rst_n) begin
        if (!rst_n) begin
            line1_buffer <= 128'd0;
            line2_buffer <= 128'd0;
            update_pending <= 1'b0;
        end else begin
            if (update_display && (state == S_IDLE) && !driver_busy) begin
                line1_buffer <= line1_data;
                line2_buffer <= line2_data;
                update_pending <= 1'b1;
            end else if (state == S_IDLE && update_pending && !driver_busy) begin
                update_pending <= 1'b0;   
            end
        end
    end
    always @(posedge clk or negedge rst_n) begin
        if (!rst_n) begin
            state <= S_PWRUP;
            send <= 1'b0;
            cmd_byte <= 8'h00;
            is_data <= 1'b0;
            delay_counter <= 32'd0;
            char_index <= 5'd0;
        end else begin
            send <= 1'b0;
            case (state)
                S_PWRUP: begin
                    if (driver_ready) begin
                        state <= S_INIT1;
                    end
                end
                S_INIT1: begin
                    if (!driver_busy) begin
                        cmd_byte <= CMD_FUNCTION_SET_1;
                        is_data <= 1'b0;
                        send <= 1'b1;
                        delay_counter <= 32'd0;
                        state <= S_WAIT1;
                    end
                end
                S_WAIT1: begin
                    if (!driver_busy && delay_counter >= DLY_4_1MS) begin
                        state <= S_INIT2;
                    end else begin
                        delay_counter <= delay_counter + 1;
                    end
                end
                S_INIT2: begin
                    if (!driver_busy) begin
                        cmd_byte <= CMD_FUNCTION_SET_1;
                        is_data <= 1'b0;
                        send <= 1'b1;
                        delay_counter <= 32'd0;
                        state <= S_WAIT2;
                    end
                end
                S_WAIT2: begin
                    if (!driver_busy && delay_counter >= DLY_100US) begin
                        state <= S_INIT3;
                    end else begin
                        delay_counter <= delay_counter + 1;
                    end
                end
                S_INIT3: begin
                    if (!driver_busy) begin
                        cmd_byte <= CMD_FUNCTION_SET_1;
                        is_data <= 1'b0;
                        send <= 1'b1;
                        delay_counter <= 32'd0;
                        state <= S_WAIT3;
                    end
                end
                S_WAIT3: begin
                    if (!driver_busy && delay_counter >= DLY_100US) begin
                        state <= S_FUNCSET;
                    end else begin
                        delay_counter <= delay_counter + 1;
                    end
                end
                S_FUNCSET: begin
                    if (!driver_busy) begin
                        cmd_byte <= CMD_FUNCTION_SET;
                        is_data <= 1'b0;
                        send <= 1'b1;
                        delay_counter <= 32'd0;
                        state <= S_WAITF;
                    end
                end
                S_WAITF: begin
                    if (!driver_busy && delay_counter >= DLY_CMD) begin
                        state <= S_DISPOFF;
                    end else begin
                        delay_counter <= delay_counter + 1;
                    end
                end
                S_DISPOFF: begin
                    if (!driver_busy) begin
                        cmd_byte <= CMD_DISPLAY_OFF;
                        is_data <= 1'b0;
                        send <= 1'b1;
                        delay_counter <= 32'd0;
                        state <= S_WAITD;
                    end
                end
                S_WAITD: begin
                    if (!driver_busy && delay_counter >= DLY_CMD) begin
                        state <= S_CLEAR;
                    end else begin
                        delay_counter <= delay_counter + 1;
                    end
                end
                S_CLEAR: begin
                    if (!driver_busy) begin
                        cmd_byte <= CMD_CLEAR;
                        is_data <= 1'b0;
                        send <= 1'b1;
                        delay_counter <= 32'd0;
                        state <= S_WAITC;
                    end
                end
                S_WAITC: begin
                    if (!driver_busy && delay_counter >= DLY_CLEAR) begin
                        state <= S_ENTRY;
                    end else begin
                        delay_counter <= delay_counter + 1;
                    end
                end
                S_ENTRY: begin
                    if (!driver_busy) begin
                        cmd_byte <= CMD_ENTRY_MODE;
                        is_data <= 1'b0;
                        send <= 1'b1;
                        delay_counter <= 32'd0;
                        state <= S_WAITE;
                    end
                end
                S_WAITE: begin
                    if (!driver_busy && delay_counter >= DLY_CMD) begin
                        state <= S_DISPON;
                    end else begin
                        delay_counter <= delay_counter + 1;
                    end
                end
                S_DISPON: begin
                    if (!driver_busy) begin
                        cmd_byte <= CMD_DISPLAY_ON;
                        is_data <= 1'b0;
                        send <= 1'b1;
                        delay_counter <= 32'd0;
                        state <= S_WAITON;
                    end
                end
                S_WAITON: begin
                    if (!driver_busy && delay_counter >= DLY_CMD) begin
                        state <= S_IDLE;
                    end else begin
                        delay_counter <= delay_counter + 1;
                    end
                end
                S_IDLE: begin
                    if (update_pending && !driver_busy) begin
                        char_index <= 5'd0;
                        state <= S_SET_L1;
                    end
                end
                S_SET_L1: begin
                    if (!driver_busy) begin
                        cmd_byte <= CMD_SET_DDRAM_LINE1;
                        is_data <= 1'b0;
                        send <= 1'b1;
                        delay_counter <= 32'd0;
                        state <= S_WAIT_L1;
                    end
                end
                S_WAIT_L1: begin
                    if (!driver_busy && delay_counter >= DLY_CMD) begin
                        char_index <= 5'd0;
                        state <= S_WRITE_L1;
                    end else begin
                        delay_counter <= delay_counter + 1;
                    end
                end
                S_WRITE_L1: begin
                    if (!driver_busy) begin
                        cmd_byte <= current_char_l1;
                        is_data <= 1'b1;
                        send <= 1'b1;
                        delay_counter <= 32'd0;
                        state <= S_WAIT_WL1;
                    end
                end
                S_WAIT_WL1: begin
                    if (!driver_busy && delay_counter >= DLY_CMD) begin
                        if (char_index < 5'd15) begin
                            char_index <= char_index + 1;
                            state <= S_WRITE_L1;
                        end else begin
                            char_index <= 5'd0;
                            state <= S_SET_L2;
                        end
                    end else begin
                        delay_counter <= delay_counter + 1;
                    end
                end
                S_SET_L2: begin
                    if (!driver_busy) begin
                        cmd_byte <= CMD_SET_DDRAM_LINE2;
                        is_data <= 1'b0;
                        send <= 1'b1;
                        delay_counter <= 32'd0;
                        state <= S_WAIT_L2;
                    end
                end
                S_WAIT_L2: begin
                    if (!driver_busy && delay_counter >= DLY_CMD) begin
                        char_index <= 5'd0;
                        state <= S_WRITE_L2;
                    end else begin
                        delay_counter <= delay_counter + 1;
                    end
                end
                S_WRITE_L2: begin
                    if (!driver_busy) begin
                        cmd_byte <= current_char_l2;
                        is_data <= 1'b1;
                        send <= 1'b1;
                        delay_counter <= 32'd0;
                        state <= S_WAIT_WL2;
                    end
                end
                S_WAIT_WL2: begin
                    if (!driver_busy && delay_counter >= DLY_CMD) begin
                        if (char_index < 5'd15) begin
                            char_index <= char_index + 1;
                            state <= S_WRITE_L2;
                        end else begin
                            state <= S_IDLE;
                        end
                    end else begin
                        delay_counter <= delay_counter + 1;
                    end
                end
                default: begin
                    state <= S_PWRUP;
                end
            endcase
        end
    end
endmodule
`timescale 1ns/1ps
module lcd_driver (
    input  wire         clk,             
    input  wire         rst_n,           
    input  wire         send,            
    input  wire [7:0]   cmd_byte,        
    input  wire         is_data,         
    output wire         busy,            
    output wire         ready,           
    output wire         LCD_ON,          
    output wire         LCD_BLON,        
    output reg          LCD_EN,          
    output reg          LCD_RS,          
    output reg          LCD_RW,          
    output reg  [7:0]   LCD_DATA         
);
    assign LCD_ON = 1'b1;
    assign LCD_BLON = 1'b1;
	localparam integer T_INIT      = 1_000_000;   
	localparam integer T_4_1MS     = 205_000;     
	localparam integer T_100US     = 5_000;       
	localparam integer T_SETUP     = 4;           
	localparam integer T_E_HIGH    = 2_500;       
	localparam integer T_E_LOW     = 2_500;       
	localparam integer T_CMD       = 5_000;       
	localparam integer T_CLEAR     = 150_000;     
    typedef enum logic [2:0] {
        INIT_WAIT,       
        IDLE,            
        LOAD,            
        SETUP,           
        E_HIGH,          
        E_LOW,           
        WAIT_DONE        
    } state_t;
    state_t state;
    reg [19:0] timer;                
    reg [7:0]  cmd_latched;          
    reg        is_data_latched;      
    reg        system_ready;         
    reg        cmd_busy;             
    assign ready = system_ready;
    assign busy = cmd_busy;
    wire timer_done = (timer == 0);
    wire is_clear_or_home = !is_data_latched && 
                           ((cmd_latched == 8'h01) || (cmd_latched == 8'h02));
    always @(posedge clk or negedge rst_n) begin
        if (!rst_n) begin
            state <= INIT_WAIT;
            timer <= T_INIT;
            LCD_EN <= 1'b0;
            LCD_RS <= 1'b0;
            LCD_RW <= 1'b0;
            LCD_DATA <= 8'h00;
            cmd_latched <= 8'h00;
            is_data_latched <= 1'b0;
            system_ready <= 1'b0;
            cmd_busy <= 1'b1;
        end else begin
            LCD_RW <= 1'b0;
            system_ready <= (state == IDLE);
            case (state)
                INIT_WAIT: begin
                    cmd_busy <= 1'b1;
                    LCD_EN <= 1'b0;
                    if (timer != 0) begin
                        timer <= timer - 1;
                    end else begin
                        state <= IDLE;
                        cmd_busy <= 1'b0;
                    end
                end
                IDLE: begin
                    cmd_busy <= 1'b0;
                    LCD_EN <= 1'b0;
                    if (send) begin
                        cmd_latched <= cmd_byte;
                        is_data_latched <= is_data;
                        state <= LOAD;
                    end
                end
                LOAD: begin
                    cmd_busy <= 1'b1;
                    LCD_RS <= is_data_latched;
                    LCD_DATA <= cmd_latched;
                    timer <= T_SETUP;
                    state <= SETUP;
                end
                SETUP: begin
                    if (timer != 0) begin
                        timer <= timer - 1;
                    end else begin
                        timer <= T_E_HIGH;
                        state <= E_HIGH;
                    end
                end
                E_HIGH: begin
                    LCD_EN <= 1'b1;
                    if (timer != 0) begin
                        timer <= timer - 1;
                    end else begin
                        timer <= T_E_LOW;
                        state <= E_LOW;
                    end
                end
                E_LOW: begin
                    LCD_EN <= 1'b0;
                    if (timer != 0) begin
                        timer <= timer - 1;
                    end else begin
                        timer <= is_clear_or_home ? T_CLEAR : T_CMD;
                        state <= WAIT_DONE;
                    end
                end
                WAIT_DONE: begin
                    if (timer != 0) begin
                        timer <= timer - 1;
                    end else begin
                        state <= IDLE;
                        cmd_busy <= 1'b0;
                    end
                end
                default: begin
                    state <= INIT_WAIT;
                end
            endcase
        end
    end
endmodule
[flow/constraint.sdc]
current_design lcd_controller

set clk_period 10.9
set clk_io_pct 0.2

create_clock -name clk0 -period $clk_period [get_ports {clk}]

set non_clock_inputs [all_inputs -no_clocks]
set_input_delay [expr $clk_period * $clk_io_pct] -clock clk0 $non_clock_inputs
set_output_delay [expr $clk_period * $clk_io_pct] -clock clk0 [all_outputs]
[flow/run.sh]
#!/bin/bash
# OpenROAD 26Q1-2900-gdf79404cd8, Yosys 0.63+post, stock flow scripts
make -C /OpenROAD-flow-scripts/flow DESIGN_CONFIG=/design/flow/config.mk WORK_HOME=/design/flow/orfs finish
==> qor.yml <==
fraction_of_final_layout_cells_sized_beyond_drive_strength_1_pct: 27.4
aggregate_global_routing_overflow: 0
maxSlewHeadroom_pct: 44.9
seq_area_frac_synth_pct: 52.7
synth_area_sq_um: 18000
ys_top_cells_by_area: "dfrtp_1, mux2_2, mux4_2, nand2_1, clkbuf_1"
gr-usage-all-layers_pct: 16.4
cts.path.max_buffers: 3
drtPass1Iterations: 49
min_period_ns: 5.37
unrepaired_setup_endpoints_after_global_routing: "false"
antenna_found_initial: 14
antenna_left: 0
routed_wirelength_mm: 47.6
clock_tree_root_buffer_cell: "clkbuf_16"
worstHoldStart: "lcd_driver_inst.system_ready"
setup-tns-final_ns: 0
yosys-stat-cells: 1392
rows: 89
warning_count: 32
timing.rr.start: "lcd_driver_inst.cmd_busy"
final-setup-viol-count: 0
dieHeight_microns: 247
io_pins: 274
failed_checks: "DRC"
power.internal_mw: 2.40
yosys_warnings: 2
cts.repair_timing.setup_buffer_count: 0
drtIter0Drc: 717
timing.fmax_mhz: 186
largest_net_degree_at_the_start_of_global_routing: 123
cts_hold_repair.buffers: 0
required_ns: 8.72
max_cap_viol_count: 0
postSynthCellCount: 1392
total_power_draw_mw: 3.03
regToRegSetupSlack_ns: 7.17
synthDominantAreaCellType: "dfrtp_1"
worst_ep_arrival_time_ns: 3.19
setup_skew_ns: 0.0362
p_leak_nw: 10.4
synth_flops: 378
worst_setup_path_start_kind: "register"
global_route_wire_length_before_repair_mm: 74.5
placed_cell_area_sq_um: 21500
sequentialPowerShare_pct: 46.4
setup.worst_path.end: "busy"
combinationalPowerShare_pct: 4.3
port-buffer-count: 270
cts_inserted_buffers: 43
ys.flop_type: "dfrtp_1"
finalMaxSlewViolations: 0
via_count_of_the_first_global_routing_pass: 12773
hpwlAfterDp_mm: 33.8
enable_flop_cells: 0
core_util_floorplan_pct: 30.4
vdd_drop_max_uv: 110
worst_reg2reg_path_endpoint: "line2_buffer[90]"
wire_per_inst_microns: 19.5
timing_worst_setup_path_type: "register to output port"
power_switching_mw: 0.629
cts_tree: "done"
timing.critical_path.to_type: "output port"
p_clk_share_pct: 49.3
num_vias: 12491
worst-slew-pin-transition_ns: 0.821
hold_violations: 0
placement.setup.worst_slack_ns: 5.84
htreeDepth: 2
outcome: "complete, but fails checks"
layout.cell_area.non_filler_sq_um: 23000
timing.critical_path.from: "state[16]"
synth_cell_type_count: 73
min_period_over_period_pct: 49.3
synthToLayoutAreaGrowth_pct: 27.7
setup_slack_ns: 5.53
globalplace.congestion: 0.874
hold_class: "register to register"
die-width_microns: 247
top_cell_area_share_pct: 51.2
die_area_sq_um: 60900
post_synthesis_chip_area_from_yosys_sq_um: 18000
r2r_cells: 5
cts_resized: 0
final.fill_count: 5416
clk_transition_reported_paths_ns: 0.06
final_common_cell: "dfrtp_1"
numClockSinks: 378
clk-insertion-delay-late_ns: 0.57
most-common-layout-cells: "dfrtp_1, mux2_2, clkdlybuf4s50_1, nand2_1, mux4_2"
switching_share_pct: 20.8
synth-async-reset-ratio_pct: 100
synth_area_per_cell_sq_um: 12.9
path_max_fanout: 18
power_per_cell_area_nw_per_um2: 132
drc_errors_left: 22
design.core.area_sq_um: 59100
via_per_inst: 5.10
==> worst min path at each step <==
stage,end,depth (start not counted),slack (ns)
CTS,state[0],1,0.40
global route,state[0],1,0.43
finish,state[0],1,0.40
==> worst max-delay path, cell delays in order (launching register included) <==
cell	delay, ns
dfrtp_1	0.45
or4_4	0.59
nor4_2	0.43
nor4b_4	0.27
buf_4	0.28
nand2_1	0.15
clkdlybuf4s50_1	0.43
==> cell families after synthesis <==
family	after synthesis	share of synthesized area, %
buffers and inverters	116	2.74
adders and majority gates	6	0.418
other	2	0.0418
and+or+nand+nor	315	9.18
xor gates and xnor gates	5	0.244
muxes	361	26.3
DFF	378	52.7
AOI/OAI and AO/OA	209	8.40
==> metrics by stage <==
stage	std cells	util [%]	hold WS, ns
4_1_cts	2442	38.8	0.397
3_3_place_gp	2363	36.3	0.384
6_report	2448	38.8	0.397
3_5_place_dp	2363	36.3	0.395
2_1_floorplan	1393	-	0.368
5_1_grt	2444	38.8	0.425
==> area by class of cell <==
type                    count  area (sq um)  share of cell area, %
clock buffers              69          1290                   5.64
repair buffers            293          2890                   12.6
diodes                      6          15.0                 0.0654
well taps                 773           967                   4.21
clock inverters            10           178                  0.774
inverters                  20          75.1                  0.327
multi-input cells         899          8050                   35.1
flip-flops and latches    378          9480                   41.3
==> sequential cells by signal (all words and copies together) (netlist names), 8 cells and up, named ones only <==
signal / cells
cmd_byte: 8
state: 26
line2_buffer: 128
lcd_driver_inst.cmd_latched: 8
delay_counter: 32
line1_buffer: 128
lcd_driver_inst.LCD_DATA: 8
lcd_driver_inst.timer: 20
==> cells in the mapped netlist, types with 16 or more instances <==
cell / number
a21oi_1: 16
nand3_1: 41
nor2_1: 42
inv_1: 19
a31oi_1: 19
dfrtp_1: 368
a221o_1: 16
mux2i_1: 20
nor4_1: 20
nor3_1: 40
nand2_1: 91
o2bb2ai_1: 17
clkbuf_1: 75
o21ai_0: 41
mux4_2: 61
mux2_2: 280
==> power groups by stage <==
stage / sequential, mW / combinational (mW) / clock (mW)
final: 1.40 / 0.130 / 1.49
after CTS: 1.40 / 0.134 / 1.54
after global routing: 1.40 / 0.141 / 1.58
==> per-layer routing <==
metal | up-vias | global-route usage, % | part of all wire (%)
met4 | 22 | 2.47 | 1.6
met3 | 79 | 6.40 | 9.6
li1 | 5773 | - | -
met2 | 383 | 24.5 | 45
met5 | - | 0 | 0.29
met1 | 6234 | 23.8 | 43
Power and IR drop assume default switching activity.
