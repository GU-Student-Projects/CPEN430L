--- flow/run.sh ---
#!/bin/bash
# OpenROAD 26Q1-2900-gdf79404cd8, Yosys 0.63+post, stock flow scripts
make -C /OpenROAD-flow-scripts/flow DESIGN_CONFIG=/design/flow/config.mk WORK_HOME=/design/flow/orfs finish
--- flow/config.mk ---
export PLATFORM = sky130hd
export DESIGN_NAME = menu_navigator
export DESIGN_NICKNAME = menu_navigator
export VERILOG_FILES = /design/flow/design.v
export SDC_FILE = /design/flow/constraint.sdc
export NUM_CORES = 4
export LEC_CHECK = 1
export CORE_UTILIZATION = 50
--- flow/constraint.sdc ---
current_design menu_navigator

set clk_period 4.5
set clk_io_pct 0.2

create_clock -name clk0 -period $clk_period [get_ports {clk}]

set non_clock_inputs [all_inputs -no_clocks]
set_input_delay [expr $clk_period * $clk_io_pct] -clock clk0 $non_clock_inputs
set_output_delay [expr $clk_period * $clk_io_pct] -clock clk0 [all_outputs]
--- flow/design.v ---
`timescale 1ns/1ps
module menu_navigator (
    input  wire         clk,
    input  wire         rst_n,
    input  wire         btn_cancel,              
    input  wire         btn_left,                
    input  wire         btn_right,               
    input  wire         btn_select,              
    input  wire         system_ready,
    input  wire         brewing_active,
    input  wire         error_present,
    input  wire [3:0]   warning_count,
    input  wire [3:0]   error_count,
    input  wire         recipe_valid,
    input  wire         can_make_coffee,
    input  wire         temp_ready,
    input  wire         pressure_ready,
    input  wire [31:0]  hours_since_service,
    input  wire [31:0]  days_since_service,
    output reg [3:0]    current_menu_state,
    output reg [2:0]    selected_coffee_type,
    output reg [2:0]    selected_drink_type,
    output reg [1:0]    selected_size,
    output reg [1:0]    selected_maint_option,
    output reg          start_brewing_cmd,
    output reg          enter_settings_mode,
    output reg          enter_maintenance_mode,
    output reg          manual_check_requested,
    output reg          display_refresh
);
    parameter STATE_SPLASH = 4'd0;
    parameter STATE_CHECK_ERRORS = 4'd1;
    parameter STATE_COFFEE_SELECT = 4'd2;
    parameter STATE_DRINK_SELECT = 4'd3;
    parameter STATE_SIZE_SELECT = 4'd4;
    parameter STATE_CONFIRM = 4'd5;
    parameter STATE_BREWING = 4'd6;
    parameter STATE_COMPLETE = 4'd7;
    parameter STATE_SETTINGS = 4'd8;
    parameter STATE_ERROR = 4'd9;
    parameter STATE_INSUFFICIENT = 4'd10;
    parameter STATE_ABORT_CONFIRM = 4'd11;
    parameter STATE_MAINTENANCE = 4'd12;
    parameter STATE_MAINT_OPTIONS = 4'd13;
    parameter STATE_MAINT_VIEW_ERRORS = 4'd14;
    parameter STATE_MAINT_MANUAL_CHECK = 4'd15;
    parameter DRINK_BLACK_COFFEE = 3'd0;
    parameter DRINK_ESPRESSO = 3'd1;
    parameter DRINK_LATTE = 3'd2;
    parameter DRINK_MOCHA = 3'd3;
    parameter DRINK_AMERICANO = 3'd4;
    parameter NUM_DRINKS = 3'd5;
    parameter SIZE_8OZ = 2'd0;
    parameter SIZE_12OZ = 2'd1;
    parameter SIZE_16OZ = 2'd2;
    parameter NUM_SIZES = 2'd3;
    parameter COFFEE_BIN0 = 3'd0;
    parameter COFFEE_BIN1 = 3'd1;
    parameter NUM_COFFEE_BINS = 3'd2;
    parameter MAINT_VIEW_ERRORS = 2'd0;
    parameter MAINT_MANUAL_CHECK = 2'd1;
    parameter MAINT_SERVICE_TIME = 2'd2;
    parameter MAINT_EXIT = 2'd3;
    parameter NUM_MAINT_OPTIONS = 2'd4;
    parameter DEBOUNCE_TIME = 20;
    parameter DEBOUNCE_CYCLES = (DEBOUNCE_TIME * 50_000);
    parameter COMBO_HOLD_CYCLES = 32'd2_500_000;   
    parameter INSUFFICIENT_TIMEOUT = 500_000_000;
    reg btn_cancel_db;
    reg btn_left_db;
    reg btn_right_db;
    reg btn_select_db;
    reg btn_cancel_prev, btn_left_prev, btn_right_prev, btn_select_prev;
    wire btn_cancel_pressed, btn_left_pressed, btn_right_pressed, btn_select_pressed;
    reg [19:0] debounce_cnt_cancel;
    reg [19:0] debounce_cnt_left;
    reg [19:0] debounce_cnt_right;
    reg [19:0] debounce_cnt_select;
    reg [31:0] combo_timer;
    reg combo_active;
    reg [3:0] next_menu_state;
    reg state_changed;
    reg [31:0] insufficient_timer;
    reg [3:0] return_state;
    reg brewing_has_started;
    always @(posedge clk or negedge rst_n) begin
        if (!rst_n) begin
            debounce_cnt_cancel <= 0;
            btn_cancel_db <= 1'b0;
        end else begin
            if (btn_cancel == btn_cancel_db) begin
                debounce_cnt_cancel <= 0;
            end else if (debounce_cnt_cancel >= DEBOUNCE_CYCLES - 1) begin
                btn_cancel_db <= btn_cancel;
                debounce_cnt_cancel <= 0;
            end else begin
                debounce_cnt_cancel <= debounce_cnt_cancel + 1;
            end
        end
    end
    always @(posedge clk or negedge rst_n) begin
        if (!rst_n) begin
            debounce_cnt_left <= 0;
            btn_left_db <= 1'b0;
        end else begin
            if (btn_left == btn_left_db) begin
                debounce_cnt_left <= 0;
            end else if (debounce_cnt_left >= DEBOUNCE_CYCLES - 1) begin
                btn_left_db <= btn_left;
                debounce_cnt_left <= 0;
            end else begin
                debounce_cnt_left <= debounce_cnt_left + 1;
            end
        end
    end
    always @(posedge clk or negedge rst_n) begin
        if (!rst_n) begin
            debounce_cnt_right <= 0;
            btn_right_db <= 1'b0;
        end else begin
            if (btn_right == btn_right_db) begin
                debounce_cnt_right <= 0;
            end else if (debounce_cnt_right >= DEBOUNCE_CYCLES - 1) begin
                btn_right_db <= btn_right;
                debounce_cnt_right <= 0;
            end else begin
                debounce_cnt_right <= debounce_cnt_right + 1;
            end
        end
    end
    always @(posedge clk or negedge rst_n) begin
        if (!rst_n) begin
            debounce_cnt_select <= 0;
            btn_select_db <= 1'b0;
        end else begin
            if (btn_select == btn_select_db) begin
                debounce_cnt_select <= 0;
            end else if (debounce_cnt_select >= DEBOUNCE_CYCLES - 1) begin
                btn_select_db <= btn_select;
                debounce_cnt_select <= 0;
            end else begin
                debounce_cnt_select <= debounce_cnt_select + 1;
            end
        end
    end
    always @(posedge clk or negedge rst_n) begin
        if (!rst_n) begin
            btn_cancel_prev <= 1'b0;
            btn_left_prev <= 1'b0;
            btn_right_prev <= 1'b0;
            btn_select_prev <= 1'b0;
        end else begin
            btn_cancel_prev <= btn_cancel_db;
            btn_left_prev <= btn_left_db;
            btn_right_prev <= btn_right_db;
            btn_select_prev <= btn_select_db;
        end
    end
    assign btn_cancel_pressed = btn_cancel_db && !btn_cancel_prev;
    assign btn_left_pressed = btn_left_db && !btn_left_prev;
    assign btn_right_pressed = btn_right_db && !btn_right_prev;
    assign btn_select_pressed = btn_select_db && !btn_select_prev;
    always @(posedge clk or negedge rst_n) begin
        if (!rst_n) begin
            combo_timer <= 0;
            combo_active <= 1'b0;
        end else begin
            if ((btn_left_db || btn_right_db) && btn_select_db) begin
                if (combo_timer >= COMBO_HOLD_CYCLES - 1) begin
                    combo_active <= 1'b1;
                    combo_timer <= 0;
                end else begin
                    combo_timer <= combo_timer + 1;
                    combo_active <= 1'b0;
                end
            end else begin
                combo_timer <= 0;
                combo_active <= 1'b0;
            end
        end
    end
    always @(posedge clk or negedge rst_n) begin
        if (!rst_n) begin
            insufficient_timer <= 0;
        end else begin
            if (current_menu_state == STATE_INSUFFICIENT) begin
                insufficient_timer <= insufficient_timer + 1;
            end else begin
                insufficient_timer <= 0;
            end
        end
    end
    always @(posedge clk or negedge rst_n) begin
        if (!rst_n) begin
            return_state <= STATE_CONFIRM;
        end else begin
            if (current_menu_state != STATE_INSUFFICIENT && 
                next_menu_state == STATE_INSUFFICIENT) begin
                return_state <= current_menu_state;
            end
        end
    end
    always @(posedge clk or negedge rst_n) begin
        if (!rst_n) begin
            brewing_has_started <= 1'b0;
        end else begin
            if (current_menu_state != STATE_BREWING) begin
                brewing_has_started <= 1'b0;   
            end else if (brewing_active) begin
                brewing_has_started <= 1'b1;   
            end
        end
    end
    always @(*) begin
        next_menu_state = current_menu_state;
        case (current_menu_state)
            STATE_SPLASH: begin
                if (combo_active) begin
                    next_menu_state = STATE_MAINTENANCE;
                end else if (btn_select_pressed && !error_present) begin
                    next_menu_state = STATE_CHECK_ERRORS;
                end
            end
					STATE_CHECK_ERRORS: begin
						 if (combo_active) begin
							  next_menu_state = STATE_MAINTENANCE;
						 end else if (error_present && error_count > 0) begin
							  next_menu_state = STATE_CHECK_ERRORS;
						 end else if (warning_count > 0 && btn_select_pressed) begin
							  next_menu_state = STATE_COFFEE_SELECT;
						 end else if (!error_present && !warning_count && pressure_ready && can_make_coffee) begin
							  next_menu_state = STATE_COFFEE_SELECT;
						 end else if (btn_cancel_pressed) begin
							  next_menu_state = STATE_SPLASH;
						 end
					end
            STATE_COFFEE_SELECT: begin
                if (combo_active) begin
                    next_menu_state = STATE_MAINTENANCE;
                end else if (btn_select_pressed) begin
                    next_menu_state = STATE_DRINK_SELECT;
                end else if (btn_cancel_pressed) begin
                    next_menu_state = STATE_SPLASH;
                end
            end
            STATE_DRINK_SELECT: begin
                if (combo_active) begin
                    next_menu_state = STATE_MAINTENANCE;
                end else if (btn_select_pressed) begin
                    next_menu_state = STATE_SIZE_SELECT;
                end else if (btn_cancel_pressed) begin
                    next_menu_state = STATE_COFFEE_SELECT;
                end
            end
            STATE_SIZE_SELECT: begin
                if (combo_active) begin
                    next_menu_state = STATE_MAINTENANCE;
                end else if (btn_select_pressed) begin
                    next_menu_state = STATE_CONFIRM;
                end else if (btn_cancel_pressed) begin
                    next_menu_state = STATE_DRINK_SELECT;
                end
            end
            STATE_CONFIRM: begin
                if (combo_active) begin
                    next_menu_state = STATE_MAINTENANCE;
                end else if (btn_select_pressed) begin
                    if (recipe_valid) begin
                        next_menu_state = STATE_BREWING;
                    end else begin
                        next_menu_state = STATE_INSUFFICIENT;
                    end
                end else if (btn_cancel_pressed) begin
                    next_menu_state = STATE_SIZE_SELECT;
                end
            end
            STATE_INSUFFICIENT: begin
                if (insufficient_timer >= INSUFFICIENT_TIMEOUT - 1) begin
                    next_menu_state = return_state;
                end else if (btn_cancel_pressed) begin
                    next_menu_state = return_state;
                end
            end
            STATE_BREWING: begin
                if (btn_cancel_pressed) begin
                    next_menu_state = STATE_ABORT_CONFIRM;
                end else if (!brewing_active && brewing_has_started) begin
                    next_menu_state = STATE_COMPLETE;
                end
            end
            STATE_ABORT_CONFIRM: begin
                if (btn_select_pressed) begin
                    next_menu_state = STATE_SPLASH;
                end else if (btn_cancel_pressed) begin
                    next_menu_state = STATE_BREWING;
                end
            end
            STATE_COMPLETE: begin
                if (btn_select_pressed || btn_cancel_pressed || 
                    btn_left_pressed || btn_right_pressed) begin
                    next_menu_state = STATE_SPLASH;
                end
            end
            STATE_ERROR: begin
                if (combo_active) begin
                    next_menu_state = STATE_MAINTENANCE;
                end else if (!error_present && can_make_coffee) begin
                    next_menu_state = STATE_SPLASH;
                end else if (btn_cancel_pressed) begin
                    next_menu_state = STATE_SPLASH;
                end
            end
            STATE_SETTINGS: begin
                if (btn_cancel_pressed) begin
                    next_menu_state = STATE_SPLASH;
                end
            end
            STATE_MAINTENANCE: begin
                next_menu_state = STATE_MAINT_OPTIONS;
            end
            STATE_MAINT_OPTIONS: begin
                if (btn_select_pressed) begin
                    case (selected_maint_option)
                        MAINT_VIEW_ERRORS:   next_menu_state = STATE_MAINT_VIEW_ERRORS;
                        MAINT_MANUAL_CHECK:  next_menu_state = STATE_MAINT_MANUAL_CHECK;
                        MAINT_SERVICE_TIME:  next_menu_state = STATE_MAINT_VIEW_ERRORS;
                        MAINT_EXIT:          next_menu_state = STATE_SPLASH;
                    endcase
                end else if (btn_cancel_pressed) begin
                    next_menu_state = STATE_SPLASH;
                end
            end
            STATE_MAINT_VIEW_ERRORS: begin
                if (btn_cancel_pressed) begin
                    next_menu_state = STATE_MAINT_OPTIONS;
                end
            end
            STATE_MAINT_MANUAL_CHECK: begin
                if (btn_select_pressed) begin
                    next_menu_state = STATE_MAINT_OPTIONS;
                end else if (btn_cancel_pressed) begin
                    next_menu_state = STATE_MAINT_OPTIONS;
                end
            end
            default: begin
                next_menu_state = STATE_SPLASH;
            end
        endcase
    end
    always @(posedge clk or negedge rst_n) begin
        if (!rst_n) begin
            current_menu_state <= STATE_SPLASH;
            state_changed <= 1'b0;
        end else begin
            state_changed <= (current_menu_state != next_menu_state);
            current_menu_state <= next_menu_state;
        end
    end
    always @(posedge clk or negedge rst_n) begin
        if (!rst_n) begin
            selected_coffee_type <= COFFEE_BIN0;
        end else begin
            if (current_menu_state == STATE_COFFEE_SELECT) begin
                if (btn_left_pressed) begin
                    if (selected_coffee_type == 0) begin
                        selected_coffee_type <= NUM_COFFEE_BINS - 1;
                    end else begin
                        selected_coffee_type <= selected_coffee_type - 1;
                    end
                end else if (btn_right_pressed) begin
                    if (selected_coffee_type >= NUM_COFFEE_BINS - 1) begin
                        selected_coffee_type <= 0;
                    end else begin
                        selected_coffee_type <= selected_coffee_type + 1;
                    end
                end
            end
        end
    end
    always @(posedge clk or negedge rst_n) begin
        if (!rst_n) begin
            selected_drink_type <= DRINK_BLACK_COFFEE;
        end else begin
            if (current_menu_state == STATE_DRINK_SELECT) begin
                if (btn_left_pressed) begin
                    if (selected_drink_type == 0) begin
                        selected_drink_type <= NUM_DRINKS - 1;
                    end else begin
                        selected_drink_type <= selected_drink_type - 1;
                    end
                end else if (btn_right_pressed) begin
                    if (selected_drink_type >= NUM_DRINKS - 1) begin
                        selected_drink_type <= 0;
                    end else begin
                        selected_drink_type <= selected_drink_type + 1;
                    end
                end
            end
        end
    end
    always @(posedge clk or negedge rst_n) begin
        if (!rst_n) begin
            selected_size <= SIZE_12OZ;
        end else begin
            if (current_menu_state == STATE_SIZE_SELECT) begin
                if (btn_left_pressed) begin
                    if (selected_size == 0) begin
                        selected_size <= NUM_SIZES - 1;
                    end else begin
                        selected_size <= selected_size - 1;
                    end
                end else if (btn_right_pressed) begin
                    if (selected_size >= NUM_SIZES - 1) begin
                        selected_size <= 0;
                    end else begin
                        selected_size <= selected_size + 1;
                    end
                end
            end
        end
    end
    always @(posedge clk or negedge rst_n) begin
        if (!rst_n) begin
            selected_maint_option <= MAINT_VIEW_ERRORS;
        end else begin
            if (current_menu_state == STATE_MAINT_OPTIONS) begin
                if (btn_left_pressed) begin
                    if (selected_maint_option == 0) begin
                        selected_maint_option <= NUM_MAINT_OPTIONS - 1;
                    end else begin
                        selected_maint_option <= selected_maint_option - 1;
                    end
                end else if (btn_right_pressed) begin
                    if (selected_maint_option >= NUM_MAINT_OPTIONS - 1) begin
                        selected_maint_option <= 0;
                    end else begin
                        selected_maint_option <= selected_maint_option + 1;
                    end
                end
            end
        end
    end
    always @(posedge clk or negedge rst_n) begin
        if (!rst_n) begin
            start_brewing_cmd <= 1'b0;
            enter_settings_mode <= 1'b0;
            enter_maintenance_mode <= 1'b0;
            manual_check_requested <= 1'b0;
            display_refresh <= 1'b0;
        end else begin
            start_brewing_cmd <= (current_menu_state == STATE_CONFIRM && 
                                 next_menu_state == STATE_BREWING);
            enter_settings_mode <= (current_menu_state == STATE_SETTINGS);
            enter_maintenance_mode <= (current_menu_state == STATE_MAINTENANCE ||
                                       current_menu_state == STATE_MAINT_OPTIONS ||
                                       current_menu_state == STATE_MAINT_VIEW_ERRORS ||
                                       current_menu_state == STATE_MAINT_MANUAL_CHECK);
            manual_check_requested <= (current_menu_state == STATE_MAINT_MANUAL_CHECK && 
                                      btn_select_pressed);
            display_refresh <= state_changed;
        end
    end
endmodule
==> results.py <==
# Physical implementation metrics
metrics = {
    "outcome": {
        "run_status": "completed",
    },
    "final_layout": {
        "drive_above_1_share_pct": 5.930,
        "logic_area_um2": 4323,
        "fillCellCount": 1455,
        "final_util_pct": 58.25,
        "fin_cells": 1203,
        "synthToLayoutAreaGrowth_pct": 13.02,
        "ff_latch_area_um2": 4458,
    },
    "synth": {
        "syn-instance-count": 930,
        "edf_count": 0,
        "synthTopCellsByArea": "dfrtp_1, xor2_1, nor2_1",
        "top_cells_by_count": "dfrtp_1, nor2_1, xor2_1",
        "ys.flop_type": "dfrtp_1",
        "synth_top_area_share_pct": 48.79,
        "top_cell": "dfrtp_1",
        "postSynthAreaPerCell_um2": 9.652,
        "yosys_cells": 930,
        "ys_ff": 178,
        "yosys_warnings": 2,
        "yosysUniqueCellTypes": 71,
        "syn-cell-area_um2": 8976,
        "ys_seq_share_pct": 49.67,
        "yosysTopAreaCell": "dfrtp_1",
        "synthArstFlopShare_pct": 100.0,
        "yosysChipArea_um2": 8976,
    },
    "critical_path": {
        "slowest_stage": "or4_4",
        "startpoint_type": "input pin",
        "endpoint_kind": "register",
        "crit_type": "in -> reg",
        "max_stage_delay_ps": 570,
        "crit_required_ps": 4860,
        "arrival_ps": 3240,
        "cp_cell_sequence": "clkdlybuf4s50_1 -> or4_4 -> a21o_1 -> or4_1 -> a31oi_1 -> a211oi_2 -> nand4_1 -> and2_1",
        "critPathMaxFanout": 4,
        "r2r_slack_ps": 1750,
    },
    "sta": {
        "finalCritPeriodShare_pct": 63.99,
        "fin_tns_setup_ps": 0,
        "final.setup_skew_ps": 7.555,
        "worst_pin_slew_ps": 834.0,
        "slew_headroom_pct": 44.29,
        "hold_viol_final": 0,
        "setup_viol": 0,
        "slew_viol_final": 0,
        "rsz0062_at_grt": "false",
        "fmax_mhz": 347.3,
        "min_period_ps": 2880,
    },
    "power": {
        "power_mw": 4.178,
        "p_sw_mw": 1.272,
        "power_density_nw_per_um2": 411.8,
        "internal_power_mw": 2.906,
        "clockPowerShare_pct": 34.4,
        "ir_drop_mv": 0.3747,
        "p_leak_nw": 4.407,
        "swShare_pct": 30.43,
        "p_comb_share_pct": 21.9,
        "p_seq_share_pct": 43.8,
    },
    "detailed_routing": {
        "num_vias": 6576,
        "routed_via_density": 5.466,
        "drt_first_pass_iters": 5,
        "finalWirelength_um": 17060,
        "antenna-diode-count": 0,
        "ant_nets": 0,
        "wl_per_cell_um": 14.18,
        "drc_errors": 0,
        "first_iter_violations": 299,
    },
    "placed_design": {
        "portBuffers": 37,
        "gp_congestion": 0.8908,
        "dp_hpwl_um": 11350,
        "post-place-cells": 1171,
    },
    "grt": {
        "grtUsageTotal_pct": 20.42,
        "grt_max_degree": 100,
        "grt-ovfl-total": 0,
        "antenna_found_initial": 0,
        "grt_pass1_vias": 6120,
        "grt_pass1_wl_um": 29160,
    },
    "die": {
        "die_x_um": 136.0,
        "die_h_um": 136.0,
        "pin_count": 104,
        "fp.dieArea_um2": 18490,
        "core-area_um2": 17420,
        "initCoreUtil_pct": 51.54,
        "core.rowCount": 48,
    },
    "clock_network": {
        "insertion_delay_ps": 420,
        "post-cts-setup-buffer-count": 0,
        "clkTransAtPathRegs_ps": 60,
        "ctsResizeCount": 0,
        "h-tree-depth": 4,
        "cts_tree": "built",
        "cts_hold_buf": 0,
        "clock_sinks": 178,
        "cts_made_buffers": 17,
        "clockBufferDepth": 2,
        "cts_root_buffer": "clkbuf_16",
    },
    "job": {
        "cap_viol_max_count": 0,
        "warning_count": 101,
    },
    "min_path": {
        "hold_class": "reg -> reg",
    },
}
path summary, 6_finish.rpt:
kind | start | end | cells after the start
hold / removal | state_changed | display_refresh | 0
min in group asynchronous | rst_n | debounce_cnt_right[7] | 1
hold reg to reg | state_changed | display_refresh | 0
setup reg to reg | current_menu_state[1] | state_changed | 7
max in group asynchronous | rst_n | selected_size[0] | 2
setup / recovery | warning_count[1] | return_state[3] | 8
power groups by stage:
stage | clock network (mW) | logic, mW | registers (mW)
final | 1.44 | 0.913 | 1.83
after global routing | 1.55 | 1.02 | 1.85
after CTS | 1.48 | 0.909 | 1.83
kinds of logic after synthesis:
group / Yosys count / synth area share [%]
flops: 178 / 49.67
mux: 11 / 1.296
compound gates: 107 / 8.294
xor+xnor: 116 / 11.32
simple gates: 437 / 23.91
fa+ha+maj: 21 / 2.927
other cells: 1 / 0.04178
buf+inv: 59 / 2.551
area by class of cell:
type	instances	area share (%)
multi-input cells	702	42.61
inverters	26	0.9620
clock buffers	20	4.502
well taps	225	2.775
flip-flops and latches	178	43.94
clock inverters	12	1.196
repair buffers	40	4.008
metal layers:
| metal | global-route usage [%] | share of wire, % |
|---|---|---|
| met1 | 34.10 | 50 |
| met4 | 1.728 | 0.91 |
| met3 | 4.369 | 4.6 |
| met5 | 0 | 0 |
| met2 | 29.93 | 44 |
registers in the layout, summed over array words and instances, names as in the netlist, 2 cells and up:
name                   flops
return_state               4
debounce_cnt_left         20
selected_size              2
current_menu_state         4
debounce_cnt_cancel       20
debounce_cnt_right        20
selected_coffee_type       3
combo_timer               32
insufficient_timer        32
selected_drink_type        3
debounce_cnt_select       20
selected_maint_option      2
cell usage in the layout (no fill, tap or decap), types with 5 or more instances in the layout:
cell	instances
o21ai_0	18
nor2_1	173
o211ai_1	5
xor2_1	80
nand2_1	65
and2_1	5
ha_1	21
mux2_2	5
or3_1	6
and4_1	6
nand2b_1	17
dfrtp_1	175
or4_1	5
and3_1	25
nand3_1	53
mux2i_1	6
xnor2_1	36
a211oi_1	9
nor3_1	19
a21oi_1	29
nor4_1	12
nor2b_1	7
conb_1	10
clkdlybuf4s50_1	36
inv_1	26
clkbuf_16	17
nand4_1	20
inv_6	7
critical path, delay by kind of cell:
family	cells	cell delay (ps)
and+or+nand+nor	4	1310
AOI/OAI and AO/OA	3	640
buffers and inverters	1	390
through the flow:
step	hold WS (ps)	worst slack, ps	area [um2]
after CTS	349.5	1673	10140
after detailed placement	334.7	1237	9567
after global placement	340.0	1232	9567
final	348.3	1620	10140
after global routing	376.2	1515	10140
after floorplan	331.2	1865	9010
Power is estimated from default activity; no workload was simulated.
